==> flow/design.v <==
module clk_1hz # (
    parameter WIDTH     = 16,
    parameter FREQ      = 40_000,
    parameter PERIOD    = 4_000_000_000
) (
    input   clk,	 
    input   rst_n,	 
    output  clk_out
);
wire    [WIDTH-1:0] cnt;
wire    cnt_rst_n;
wire    counter_rst_n;
assign  counter_rst_n    = rst_n & cnt_rst_n;
counter c0  (   .clk(clk),
                .rst_n(counter_rst_n),
                .cnt(cnt));
clk_div cd0 (   .clk    (clk),
                .rst_n   (rst_n),
                .cnt    (cnt),
                .clk_out(clk_out),
                .cnt_rst_n(cnt_rst_n));
endmodule
module clk_div # (
	parameter WIDTH = 16,
	parameter N = 20_000
) (
	input clk,			 
	input rst_n,
	input [WIDTH-1:0] cnt,
	output reg clk_out,
	output reg cnt_rst_n
);
always @(posedge clk) begin
	if (rst_n == 1'b0)
		clk_out <= 0;
	else if (cnt == N-1) begin
		clk_out <= ~clk_out;
		cnt_rst_n <= 0;
	end
	else
		cnt_rst_n <= 1;
end
endmodule
module counter # (
	parameter WIDTH = 16
) (
	input clk,
	input rst_n,
	output reg [WIDTH-1:0] cnt
);
always @(posedge clk) begin
	if (rst_n == 0)
		cnt <= {WIDTH{1'b0}};
	else
		cnt <= cnt + 1;
end
endmodule
==> flow/run.sh <==
#!/bin/bash
# OpenROAD 26Q1-2900-gdf79404cd8, Yosys 0.63+post, stock flow scripts
make -C /OpenROAD-flow-scripts/flow DESIGN_CONFIG=/design/flow/config.mk WORK_HOME=/design/flow/orfs finish
==> flow/config.mk <==
export PLATFORM = sky130hd
export DESIGN_NAME = clk_1hz
export DESIGN_NICKNAME = clk_1hz
export VERILOG_FILES = /design/flow/design.v
export SDC_FILE = /design/flow/constraint.sdc
export NUM_CORES = 4
export LEC_CHECK = 1
export CORE_AREA = 10 10 92 92
export DIE_AREA = 0 0 102 102
==> flow/constraint.sdc <==
current_design clk_1hz

set clk_period 3.5
set clk_io_pct 0.2

create_clock -name clk0 -period $clk_period [get_ports {clk}]

set non_clock_inputs [all_inputs -no_clocks]
set_input_delay [expr $clk_period * $clk_io_pct] -clock clk0 $non_clock_inputs
set_output_delay [expr $clk_period * $clk_io_pct] -clock clk0 [all_outputs]
==> impl_metrics.csv <==
group,metric,value,unit
clocking,cts.path.max_buffers,2,
global_route,track_usage,0.0296,
drt,firstDrtPassIters,4,
power,cellLeakagePower,0.299,nW
setup_path,path_buffers,1,
cells_and_area,n_fill_cell,732,
yosys,synth_area,841,µm²
placement,dp_hpwl,1.09,mm
clocking,clkSlewWorstSetupHoldPaths,0.07,ns
final_timing,hold_viol_final,0,
clocking,h-tree-depth,1,
cells_and_area,syn_to_final_growth,18.8,%
global_route,grt_max_degree,11,
final_timing,rsz0062_at_grt,"false",
drt,drt.antenna.violating_nets,0,
clocking,insertion_delay,0.25,ns
setup_path,worstPathCellList,"clkdlybuf4s50_1",
power,p_seq_frac,0.575,
clocking,cts-buffers-inserted,3,
final_timing,setup_viol,0,
drt,wl,1.49,mm
drt,routedWlPerCell,8.51,µm
drt,vias_per_cell,3.95,
setup_path,max_stage_delay,0.47,ns
floorplanning,fp-row-count,29,
cells_and_area,logic_area,455,µm²
cells_and_area,seqCellArea,370,µm²
setup_path,crit_fanout,3,
power,combinationalPowerShare,0.028,
power,netSwitchingFraction,0.201,
floorplanning,core_area,0.00646,mm²
cells_and_area,layout_top_cell,"dfxtp_1",
global_route,grt.overflow.total,0,
floorplanning,floorplanUtilization,0.130,
placement,portBuffers,2,
yosys,postSynthSeqShare,0.440,
yosys,postSynthCellCount,93,
yosys,yosysTopAreaCell,"dfxtp_1",
yosys,yosysWarnings,2,
yosys,syn_avg_cell_area,9.04,µm²
clocking,cts_sinks,18,
drt,antenna_cells,0,
power,pwr-share-clk,0.397,
clocking,cts_hold_buffers,0,
global_route,grt_pass1_vias,638,
clocking,cts_root_buf,"clkbuf_8",
power,p_int,0.293,mW
clocking,cts_tree,"built",
global_route,grt_pass1_wl,2.66,mm
placement,gp_congestion,0.765,
drt,first_iter_violations,28,
run,cap_violations,0,
yosys,synth-seq-cells,18,
final_timing,worst_slew_pin_slew,0.402,ns
drt,post-route-drc-count,0,
cells_and_area,layout-drive-gt1-share,0.0612,
setup_path,crit_type,"register to output port",
hold_path,min_path_type,"register to register",
yosys,ys_cells,93,
power,power_density,367,mW/mm²
yosys,synth_top_area_share,0.405,
global_route,grt_antenna_before_repair,0,
yosys,synth_cell_types,25,
drt,vias,691,
power,p_sw,0.0737,mW
setup_path,endpoint_kind,"output port",
final_timing,post-route-min-period,1.77,ns
yosys,topCellsByArea,"dfxtp_1, mux2i_1, nand2_1, nor4_1, nand2b_1",
setup_path,required,2.80,ns
setup_path,arrival,1.07,ns
setup_path,path_delay_family,"buffers and inverters",
placement,placedCellCount,171,
run,warnings,25,
floorplanning,die_area,0.0104,mm²
final_timing,slew_violations,0,
setup_path,critPathSlowestCell,"clkdlybuf4s50_1",
final_timing,fmax,566,MHz
floorplanning,dieHeight,102,µm
floorplanning,fp.dieW,102,µm
final_timing,skew,0.00166,ns
cells_and_area,mostFrequentLayoutCells,"dfxtp_1, nand2_1, nor4_1, mux2i_1, a21oi_1",
yosys,yosys_area,841,µm²
status,outcome,"finished clean",
final_timing,finalCritPeriodShare,0.504,
clocking,cts.repair.resized,0,
final_timing,setup_tns,0,ns
floorplanning,boundaryPins,3,
clocking,postCtsSetupRepairBufs,0,
cells_and_area,fin_cells,175,
setup_path,start_kind,"register",
final_timing,slew_headroom,0.728,
power,ir_drop,0.000159,V
[final timing paths]
check	from	end	slack, ns	cells past startpoint
hold / removal	cd0.clk_out	cd0.clk_out	0.48	2
setup / recovery	cd0.clk_out	clk_out	1.73	1
hold reg to reg	cd0.clk_out	cd0.clk_out	0.48	2
setup reg to reg	c0.cnt[0]	c0.cnt[12]	1.88	4
[cell type report]
| class | count | share of cell area |
|---|---|---|
| Timing Repair Buffer | 2 | 0.0201 |
| Sequential cell | 18 | 0.371 |
| Tap cell | 77 | 0.0965 |
| Clock buffer | 4 | 0.0451 |
| Inverter | 3 | 0.0113 |
| Multi-Input combinational cell | 71 | 0.456 |
[cell families (layout without fill, tap and decap cells)]
family	count (synthesis)	count (layout)	synth area share
buffers and inverters	4	9	0.0179
DFF	18	18	0.440
and+or+nand+nor	49	49	0.344
muxes	6	6	0.0714
xor gates and xnor gates	3	3	0.0313
AOI/OAI and AO/OA	12	12	0.0804
adders and majority gates	1	1	0.0149
[synth_stat cells]
cell	n
nand2b_1	5
edfxtp_1	1
nand4_1	5
o31ai_1	3
xnor2_1	1
or3_1	3
o21ai_1	3
xor2_1	2
mux2i_1	6
and3_1	2
clkbuf_1	1
or4_1	3
a21oi_1	6
nor2_1	4
ha_1	1
and2_1	1
inv_1	3
nand2_1	11
nand3_1	4
dfxtp_1	17
nand3_2	1
nand4_2	2
and4_1	1
nor4b_1	1
nor4_1	6
[state kept, by name (all words and copies together) (netlist names)]
register       cells
cd0.clk_out        1
cd0.cnt_rst_n      1
c0.cnt            16
[stage by stage]
stage          total power, mW  cell area, µm²  worst slack (ns)  hold WS (ns)   util
6_report                 0.367             998              1.73         0.478  0.155
5_1_grt                  0.385             998              1.66         0.508  0.155
4_1_cts                  0.375             998              1.71         0.481  0.155
3_5_place_dp             0.226             953              1.60         0.472  0.148
3_3_place_gp             0.226             953              1.64         0.459  0.148
2_1_floorplan            0.222             841              2.05         0.433      -
[power by group through the flow]
stage	clock [mW]	sequential [mW]	combinational, mW
global route	0.161	0.211	0.0123
finish	0.146	0.211	0.0104
CTS	0.153	0.211	0.0106
[routing by layer]
layer  vias up  track usage  part of all wire
li1        360            -                 -
met1       323       0.0390              0.53
met2         6       0.0489              0.43
met3         2      0.00682             0.033
met4         0      0.00542            0.0034
met5         -            0                 0
Power is estimated from default activity; no workload was simulated.
