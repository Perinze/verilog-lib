<file path="flow/config.mk">
export PLATFORM = sky130hd
export DESIGN_NAME = wash_fsm
export DESIGN_NICKNAME = wash_fsm
export VERILOG_FILES = /design/flow/design.v
export SDC_FILE = /design/flow/constraint.sdc
export NUM_CORES = 4
export LEC_CHECK = 1
export CORE_AREA = 10 10 70 70
export DIE_AREA = 0 0 80 80
</file>
<file path="flow/constraint.sdc">
current_design wash_fsm

set clk_period 2.4
set clk_io_pct 0.2

create_clock -name clk0 -period $clk_period [get_ports {clk}]

set non_clock_inputs [all_inputs -no_clocks]
set_input_delay [expr $clk_period * $clk_io_pct] -clock clk0 $non_clock_inputs
set_output_delay [expr $clk_period * $clk_io_pct] -clock clk0 [all_outputs]
</file>
<file path="flow/design.v">
module counter # (
	parameter WIDTH = 16
) (
	input clk,
	input rst_n,
	output reg [WIDTH-1:0] cnt
);
always @(posedge clk) begin
	if (rst_n == 0)
		cnt <= {WIDTH{1'b0}};
	else
		cnt <= cnt + 1;
end
endmodule
module wash_fsm # (
    parameter CNTW = 6,       
    parameter SW = 3,        
    parameter MW = 2,        
    parameter CW = 32,
    parameter CCW = 32,
    parameter PAUSE = 16,
    parameter S0 = 0,
    parameter S1 = 1,
    parameter S2 = 2,
    parameter S3 = 3,
    parameter S4 = 4,
    parameter M0 = 0,
    parameter M1 = 1,
    parameter M2 = 2
) (
    input clk,		 
    input rst_n,
    output [1:0] motor,
    output compl_n
);
wire [CNTW-1:0] cnt;
reg [SW-1:0] state;
wire [SW-1:0] next;
wire clear;
reg clear_reg;
counter #(.WIDTH(CNTW))    c0	(	.clk(clk),
			                        .rst_n(clear),
			                        .cnt(cnt));
assign motor = {SW{rst_n}} &   (state == S1 ? M1 :
                                state == S2 ? M0 :
                                state == S3 ? M2 :
                                state == S4 ? M0 : M0);
assign clear = rst_n & over;
assign next =  (state == S1 && cnt == CW    ? S2 :
                state == S2 && cnt == PAUSE ? S3 :
                state == S3 && cnt == CCW   ? S4 :
                state == S4 && cnt == PAUSE ? S0 : state);
assign over =  (state == S1 && cnt == CW    ? 0 :
                state == S2 && cnt == PAUSE ? 0 :
                state == S3 && cnt == CCW   ? 0 :
                state == S4 && cnt == PAUSE ? 0 : 1);
assign compl_n = (state != S0);
always@(posedge clk) begin
    if (~rst_n)
        state <= S1;
    else
        state <= next;
end
endmodule
</file>
<file path="flow/run.sh">
#!/bin/bash
# OpenROAD 26Q1-2900-gdf79404cd8, Yosys 0.63+post, stock flow scripts
make -C /OpenROAD-flow-scripts/flow DESIGN_CONFIG=/design/flow/config.mk WORK_HOME=/design/flow/orfs finish
</file>
==> out/results.env <==
OUTCOME='finished, final reports clean'
FINALCRITICALPERIOD_NS=2.234
FINALINSTANCEAREA_UM2=596.8
CTS_HOLD_REPAIR.BUFFERS=0
POSTSYNTHREGISTERBITS=9
AVERAGE_DETAILED_ROUTED_WIRE_LENGTH_PER_INSTANCE_UM=8.093
FINAL.PERIOD_UTILIZATION=0.9307
WARNING_COUNT=26
INITIALDRTVIOLATIONCOUNT=6
FIN_WS_NS=0.1664
DOMINANTREGCELLSYNTH='dfxtp_1'
HP-CLASS='flop to flop'
SLOWEST_DELAY_NS=0.47
DETAILROUTE.WIRELENGTH.MET3_UM=21
POSTSYNTHCELLCOUNT=52
TIMING.SLEW.HEADROOM=0.4726
FLOORPLAN.DIE.HEIGHT_UM=80
MET2ROUTEDLENGTH_UM=410
CTS_TREE='done'
NETLIST.TOP_CELL.BY_AREA='dfxtp_1'
TOP_CELLS_BY_AREA='dfxtp_1 (39%), ha_1 (5.4%), a21oi_1 (4.3%), xor2_1 (3.8%), nand3_1 (3.2%)'
ENABLE_FLOP_CELLS=0
SLEW_VIOL_FINAL=0
SYNTH_CHIP_AREA_UM2=465.4
SW_FRAC_OF_TOTAL=0.2943
SYN_AREA_PER_CELL_UM2=8.951
WIRELENGTH_MET1_UM=412
WORSTSETUPSTARTPOINTTYPE='input pin'
ROUTE.ANTENNA.DIODE_COUNT=0
DRT_FIRST_PASS_ITERS=4
CRIT-REG2REG-LAUNCH='c0.cnt[0]'
POSTSYNTH.ASYNCRESETSHARE=0
CORE_REGION_MM2=0.003416
PIN_COUNT=5
WORSTSETUPENDPOINTTYPE='output port'
P_COMB_FRAC=0.269
FINAL_HOLD_VIOL_COUNT=0
YOSYS_CELL_COUNT=52
TIMING.FINAL.SETUP_VIOLATIONS=0
FP-ROW-COUNT=21
WORST_IR_DROP_VDD_mV=0.3895
DIE_W_UM=80
SEQ_POWER_SHARE=0.470
CLK_TRANSITION_REPORTED_PATHS_NS=0.06
MAPPEDNETLISTAREA_UM2=465.4
CLOCK_TREE_SKEW_AFTER_FINAL_LAYOUT_NS=0.004515
FINALSETUPTNS_NS=0
POWER_DENSITY_OF_THE_PLACED_CELLS_mW_PER_MM2=707.7
ROUTED.TOP_LAYER='met4'
PRECTSSETUPSLACK_NS=0.1635
GRT_FIRST_PASS_WIRELENGTH_MM=1.504
DIE_AREA_MM2=0.006400
VIA_COUNT_OF_THE_FIRST_GLOBAL_ROUTING_PASS=381
CTS_MAX_PATH_BUFFERS=2
GRT_SETUP_UNREPAIRED='no'
INSTANCES_NO_FILL=107
DPL.HPWL_UM=688.4
WORSTPATHREQUIRED_NS=1.92
DRTANTENNAVIOLNETS=0
WORSTHOLDSTART='c0.cnt[0]'
MAX-CAP-VIOLATIONS=0
POSTLAYOUTCOREUTIL=0.1747
GRT_OVERFLOW_TOTAL=0
WS_PATH_TYPE='input pin to output port'
DRT_WL_TOTAL_UM=866
CRITICAL_PATH_BUFFERS_AND_INVERTERS=2
YS_SEQ_SHARE=0.3871
CRITICAL-PATH-TOP-DELAY-FAMILY='buffers and inverters'
P_LEAK_nW=0.1982
TOTAL_SWITCHING_POWER_mW=0.1243
CRIT_START='rst_n'
GRT_ANTENNA_BEFORE_REPAIR=0
DRT_DRC_VIOLATIONS_LEFT=0
TIGHTEST_PIN_TRANSITION_NS=0.7788
GRT_START_MAX_NET_PINS=9
WORSTPATHARRIVAL_NS=1.75
DP_CELLS=103
VIAS=393
TRACK_USAGE=0.02749
IO_BUFFERS=4
CTS_SETUP_BUFFERS=0
CP_MAX_FO=2
AVGVIACOUNTPERCELL=3.673
GLOBALPLACE.CONGESTION=0.7163
DETAILED_PLACE.AREA_UM2=570.5
CTS_SINK_COUNT=9
P_INT_mW=0.2981
INITIAL_CORE_UTIL=0.1363
TIMING.CRITICAL_PATH.MODE_CELL='clkdlybuf4s50_1'
CTSHTREEMAXLEVEL=1
YS_TOP_CELLS_BY_COUNT='dfxtp_1 (9), a21oi_1 (4), inv_1 (4), nand2_1 (4)'
TRITONCTS.NUM_BUFFERS=3
TIMING.CRITICAL_PATH.SLOWEST_STAGE_CELL='clkdlybuf4s50_1'
CLK_LATENCY_LATE_PIN_NS=0.25
LAYOUT-AREA-OVERHEAD-VS-SYNTH_PCT=28.23
CLOCK-ROOT-BUFFER='clkbuf_4'
RATIO_OF_CELLS_WITH_DRIVE_ABOVE_1_IN_THE_FINAL_LAYOUT=0.1311
SYNTH_CELL_TYPE_COUNT=27
NETLIST.TOP_CELL.BY_INSTANCES='dfxtp_1'
CRITICAL_PATH.CELL_CHAIN='clkdlybuf4s50_1 > and2b_2 > nand2_1 > nor2_1 > clkdlybuf4s50_1'
SHARE_OF_THE_SYNTHESIZED_AREA_IN_THE_TOP_CELL_TYPE=0.3871
CLOCK_POWER_SHARE=0.261
SYNTH.YOSYS.WARNINGS=3
POSTCTSRESIZEDCELLS=0
TIMING.FMAX_MHz=447.7
final cells by class:
cell class,instances,area [um^2]
well taps,46,57.56
flip-flops and latches,9,180.2
multi-input cells,39,270.3
fillers,391,2819
inverters,4,15.01
clock buffers,4,26.28
repair buffers,5,47.55
registers in the layout, summed over array words and instances (netlist names):
name	count
c0.cnt	6
state	3
per-stage QoR:
stage	hold WS, ns	power (mW)
finish	0.4804	0.4224
global route	0.5253	0.4532
CTS	0.4792	0.4317
detailed placement	0.4750	0.3139
global placement	0.4641	0.3121
floorplan	0.4386	0.2883
cells by family after synthesis:
| logic type | share of synthesized area |
|---|---|
| and+or+nand+nor | 0.2500 |
| AOI/OAI and AO/OA | 0.2205 |
| DFF | 0.3871 |
| buffers and inverters | 0.03225 |
| xor gates and xnor gates | 0.05646 |
| adders and majority gates | 0.05375 |
placed cells by master (no fill, tap or decap), drive strengths merged, types with 2 or more instances in the layout:
cell type / count
dfxtp: 9
nor2: 2
xor2: 2
ha: 2
a21boi: 2
or3: 3
nand2: 4
o21ai: 3
clkbuf: 4
a21oi: 4
inv: 4
nand3: 3
clkdlybuf4s50: 4
metal layers:
layer / track usage / up-vias
met1: 0.03178 / 183
met2: 0.04575 / 1
met4: 0.01056 / 0
met5: 0 / -
met3: 0.009091 / 2
li1: - / 207
path summary, 6_finish.rpt:
path,depth (start not counted),slack (ns),endpoint
max,5,0.17,motor[0]
min,1,0.48,c0.cnt[0]
max reg2reg,5,0.62,c0.cnt[1]
min reg2reg,1,0.48,c0.cnt[0]
power by group through the flow:
| stage | Combinational, mW | Sequential [mW] | Clock, mW |
|---|---|---|---|
| 6_report | 0.113 | 0.199 | 0.110 |
| 4_1_cts | 0.115 | 0.198 | 0.118 |
| 5_1_grt | 0.128 | 0.203 | 0.123 |
Power is estimated from default activity; no workload was simulated.
